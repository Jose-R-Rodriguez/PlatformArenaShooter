File: design/flow/config.mk
export PLATFORM = sky130hd
export DESIGN_NAME = music
export DESIGN_NICKNAME = music
export VERILOG_FILES = /design/flow/design.v
export SDC_FILE = /design/flow/constraint.sdc
export NUM_CORES = 4
export LEC_CHECK = 1
export CORE_UTILIZATION = 40
File: design/flow/constraint.sdc
current_design music

set clk_period 4.4
set clk_io_pct 0.2

create_clock -name clk0 -period $clk_period [get_ports {clk}]

set non_clock_inputs [all_inputs -no_clocks]
set_input_delay [expr $clk_period * $clk_io_pct] -clock clk0 $non_clock_inputs
set_output_delay [expr $clk_period * $clk_io_pct] -clock clk0 [all_outputs]
File: design/flow/design.v
`timescale 1ns / 1ps
module music(
	input clk,
	input music_sel,
	output reg speaker
);
reg[1:0] c;
always @(posedge clk) c=c+1;
reg [30:0] tone;
always @(posedge c[1]) tone <= tone+31'd1;
wire [7:0] fullnote;
music_ROM get_fullnote(.clk(clk), .address(tone[27:22]), .note(fullnote), .music_sel(music_sel));
wire [2:0] octave;
wire [3:0] note;
divide_by12 get_octave_and_note(.numer(fullnote[5:0]), .quotient(octave), .remain(note));
reg [8:0] clkdivider;
always @*
case(note)
	 0: clkdivider = 9'd511; 
	 1: clkdivider = 9'd482; 
	 2: clkdivider = 9'd455; 
	 3: clkdivider = 9'd430; 
	 4: clkdivider = 9'd405; 
	 5: clkdivider = 9'd383; 
	 6: clkdivider = 9'd361; 
	 7: clkdivider = 9'd341; 
	 8: clkdivider = 9'd322; 
	 9: clkdivider = 9'd303; 
	10: clkdivider = 9'd286; 
	11: clkdivider = 9'd270; 
	default: clkdivider = 9'd0;
endcase
reg [8:0] counter_note;
reg [7:0] counter_octave;
always @(posedge clk) counter_note <= counter_note==0 ? clkdivider : counter_note-9'd1;
always @(posedge clk) if(counter_note==0) counter_octave <= counter_octave==0 ? 8'd255 >> octave : counter_octave-8'd1;
always @(posedge clk) if(counter_note==0 && counter_octave==0 && fullnote!=0 && tone[21:18]!=0) speaker <= ~speaker;
endmodule
`timescale 1ns / 1ps
module divide_by12(numer, quotient, remain);
input [5:0] numer;
output [2:0] quotient;
output [3:0] remain;
reg [2:0] quotient;
reg [3:0] remain_bit3_bit2;
assign remain = {remain_bit3_bit2, numer[1:0]};  
always @(numer[5:2])  
case(numer[5:2])
   0: begin quotient=0; remain_bit3_bit2=0; end
   1: begin quotient=0; remain_bit3_bit2=1; end
   2: begin quotient=0; remain_bit3_bit2=2; end
   3: begin quotient=1; remain_bit3_bit2=0; end
   4: begin quotient=1; remain_bit3_bit2=1; end
   5: begin quotient=1; remain_bit3_bit2=2; end
   6: begin quotient=2; remain_bit3_bit2=0; end
   7: begin quotient=2; remain_bit3_bit2=1; end
   8: begin quotient=2; remain_bit3_bit2=2; end
   9: begin quotient=3; remain_bit3_bit2=0; end
 10: begin quotient=3; remain_bit3_bit2=1; end
 11: begin quotient=3; remain_bit3_bit2=2; end
 12: begin quotient=4; remain_bit3_bit2=0; end
 13: begin quotient=4; remain_bit3_bit2=1; end
 14: begin quotient=4; remain_bit3_bit2=2; end
 15: begin quotient=5; remain_bit3_bit2=0; end
endcase
endmodule
`timescale 1ns / 1ps
module music_ROM(
	input clk,
	input [7:0] address,
	input music_sel,
	output reg [7:0] note
);
always @(posedge clk)
	if(music_sel == 0)
	begin
		case(address)
			0: 
				note<= 8'd27;
			1: 
				note<= 8'd26;
			2: 
				note<= 8'd27;
			3: 
				note<= 8'd28;
			4: 
				note<= 8'd25;
			5: 
				note<= 8'd26;
			6: 
				note<= 8'd22;
			7: 
				note<= 8'd24;
			8: 
				note<= 8'd27;
			9: 
				note<= 8'd26;
			10: 
				note<= 8'd27;
			11: 
				note<= 8'd28;
			12: 
				note<= 8'd25;
			13: 
				note<= 8'd26;
			14: 
				note<= 8'd22;
			15: 
				note<= 8'd24;
			16: 
				note<= 8'd27;
			17: 
				note<= 8'd26;
			18: 
				note<= 8'd27;
			19: 
				note<= 8'd28;
			20: 
				note<= 8'd25;
			21: 
				note<= 8'd26;
			22: 
				note<= 8'd22;
			23: 
				note<= 8'd24;
			24: 
				note<= 8'd27;
			25: 
				note<= 8'd26;
			26: 
				note<= 8'd27;
			27: 
				note<= 8'd28;
			28: 
				note<= 8'd25;
			29: 
				note<= 8'd26;
			30: 
				note<= 8'd22;
			31: 
				note<= 8'd24;
			default: note <= 8'd0;
		endcase
	 end
	else
	 begin
		case(address)
			0: 
				note<= 8'd25;
			1: 
				note<= 8'd26;
			2: 
				note<= 8'd27;
			3: 
				note<= 8'd26;
			4: 
				note<= 8'd29;
			5: 
				note<= 8'd22;
			6: 
				note<= 8'd22;
			7: 
				note<= 8'd24;
			8: 
				note<= 8'd27;
			9: 
				note<= 8'd26;
			10: 
				note<= 8'd28;
			11: 
				note<= 8'd28;
			12: 
				note<= 8'd24;
			13: 
				note<= 8'd29;
			14: 
				note<= 8'd28;
			15: 
				note<= 8'd27;
			16: 
				note<= 8'd23;
			17: 
				note<= 8'd26;
			18: 
				note<= 8'd27;
			19: 
				note<= 8'd29;
			20: 
				note<= 8'd25;
			21: 
				note<= 8'd26;
			22: 
				note<= 8'd22;
			23: 
				note<= 8'd24;
			24: 
				note<= 8'd27;
			25: 
				note<= 8'd26;
			26: 
				note<= 8'd27;
			27: 
				note<= 8'd28;
			28: 
				note<= 8'd25;
			29: 
				note<= 8'd26;
			30: 
				note<= 8'd22;
			31: 
				note<= 8'd24;
			default: note <= 8'd0;
		endcase
	 end
endmodule
File: design/flow/run.sh
#!/bin/bash
# OpenROAD 26Q1-2900-gdf79404cd8, Yosys 0.63+post, stock flow scripts
make -C /OpenROAD-flow-scripts/flow DESIGN_CONFIG=/design/flow/config.mk WORK_HOME=/design/flow/orfs finish
==> flow_summary.toml <==
# flow metrics
[final_timing]
max_slew_margin_pct = 45.56
finalHoldViolations = 0
finalCriticalPeriod_ns = 2.232
setup_viol = 0
unclocked_regs = 36
tns_ns = 0
fin_skew_ns = 0.004773
rsz0062_at_grt = "no"
clock.fmax_mhz = 448.1
drv_slew = 0
setup_ws_ns = 2.168
worstMarginPinSlew_ns = 0.8139
untimed_endpoints = 37
finalCritPeriodShare_pct = 50.72

[worst_setup_path]
required_ns = 4.56
path_cells = "clkdlybuf4s50_1 > mux2i_1 > or2_2 > ha_1 > mux2_2"
worst-setup-path-type = "in -> reg"
worstSetupStartpointType = "input pin"
worstReg2RegStart = "counter_note[2]"
startpoint = "music_sel"
max_stage_delay_ns = 0.59
end_kind = "flop"
cp_max_fo = 4
arrival_ns = 2.39
crit_path_top_delay_cell = "clkdlybuf4s50_1"

[finish]
layout_top_cell = "dfxtp_1"
fin_util_pct = 44.82
lay_top_cells = "56 x dfxtp_1, 35 x nand2_1, 29 x nor2_1, 19 x xnor2_1, 19 x inv_1"
synthToLayoutAreaGrowth_pct = 5.653
drive_gt1_share_pct = 7.927

[detailed_routing]
postRouteWirelength_um = 4534
drt_iter0_markers = 80
n_antenna_cell = 0
drc = 0
dr.pass1.iters = 4
dr_total_vias = 2061
antenna_left = 0
viasPerCell = 4.827
wl_per_cell_um = 10.62

[worst_hold_path]
hold_path.class = "reg -> reg"
hold_path.startpoint = "c[0]"

[die]
dieArea_um2 = 8216
die-width_um = 90.64
core_um2 = 7408
top_level_ports = 3
initial_core_util_pct = 42.43
die_h_um = 90.64
rows = 31

[logic_synthesis]
yosys-stat-area_um2 = 3143
enable_flop_cells = 9
async_flop_share_pct = 0
synthCells = 327
yosys_warnings = 4
syn_area_per_cell_um2 = 9.612
synth.ff_latch_count = 65
synth_seq_share_pct = 44.27
ys_types = 49
netlist_area_um2 = 3143
flop_cell = "dfxtp_1"
ys_cells = 327

[power]
p_per_area_nw_per_um2 = 148.6
ir_worst_vdd_mv = 0.08623
p_leak_nw = 1.286

[place]
dp_slack_ns = 1.872
numPortBuffers = 2
dp_hpwl_um = 3381
place_congestion = 0.8121

[cts]
h-tree-depth = 2
post_cts_buffers = 0
clk-insertion-delay-late_ns = 0.27
cts_repair_resize_count = 0
cts_buffers = 5
cts_tree = "done"
clkTransAtPathRegs_ns = 0.06
cts_root_buffer = "clkbuf_8"
ctsHoldBuffers = 0
clockBufferDepth = 2

[global_routing]
antenna_found_initial = 0
globalRoute.totalOverflow = 0
grt_pass1_wl_um = 8114
grt_pass1_vias = 1834
grt_max_degree = 38
grt_usage_pct = 11.94

[run]
warning_count = 37
maxCapViolCount = 0

[run_status]
status = "finished, final reports clean"
## synthesized netlist by cell type (2+ instances only)
cell type | count | area share [%]
a21oi_1 | 12 | 1.9
and2_1 | 2 | 0.40
and3_1 | 2 | 0.40
and4_1 | 2 | 0.56
buf_6 | 3 | 1.1
clkbuf_1 | 6 | 0.72
clkinv_1 | 2 | 0.24
dfxtp_1 | 56 | 36
edfxtp_1 | 9 | 8.6
ha_1 | 18 | 7.2
inv_1 | 19 | 2.3
mux2_2 | 6 | 2.1
mux2i_1 | 5 | 1.6
nand2_1 | 35 | 4.2
nand2b_1 | 3 | 0.60
nand3_1 | 16 | 2.5
nand4_1 | 6 | 1.2
nand4_4 | 2 | 1.4
nor2_1 | 29 | 3.5
nor3_1 | 5 | 0.80
nor4_1 | 6 | 1.2
nor4_4 | 2 | 1.4
o21a_1 | 2 | 0.48
o21ai_0 | 15 | 2.4
o22ai_1 | 4 | 0.80
xnor2_1 | 19 | 5.3
xnor2_2 | 3 | 1.6
xor2_1 | 17 | 4.7
## power breakdown
part | switching, W | internal [W]
Combinational | 0.000000829 | 0.00000145
Clock | 0.0000900 | 0.000127
Sequential | 0 | 0.000274
## cells by family after synthesis
| family | share of synthesized area [%] |
|---|---|
| AOI/OAI and AO/OA | 8.042 |
| xor gates and xnor gates | 11.58 |
| adders and majority gates | 7.166 |
| buffers and inverters | 4.538 |
| DFF | 44.27 |
| muxes | 3.742 |
| and+or+nand+nor | 20.66 |
## path summary, 6_finish.rpt
kind,endpoint,slack (ns),depth (start not counted)
worst max-delay path,note[2],2.17,5
worst min-delay path,c[0],0.39,1
worst max register to register,counter_octave[7],2.29,5
worst min register to register,c[0],0.39,1
## per-stage QoR
stage                     cell area [µm²]  std cells  total power (W)  hold slack [ns]
after floorplan                      3143        327        0.0002813           0.3642
after global placement               3231        419        0.0002820           0.3707
after detailed placement             3231        419        0.0002821           0.3827
after CTS                            3321        427        0.0005017           0.3969
after global routing                 3321        427        0.0005130           0.4130
final                                3321        427        0.0004934           0.3915
## area by class of cell
| cell class | count | area (µm²) |
|---|---|---|
| clock buffers | 8 | 90.09 |
| fillers | 688 | 4088 |
| inverters | 21 | 78.83 |
| multi-input cells | 231 | 1609 |
| flip-flops and latches | 65 | 1391 |
| well taps | 99 | 123.9 |
| repair buffers | 3 | 27.53 |
## layer usage
| layer | up-vias | share of wire (%) | global-route usage [%] |
|---|---|---|---|
| met5 | - | 0 | 0 |
| met4 | 0 | 1.0 | 1.075 |
| met3 | 5 | 2.4 | 1.624 |
| met2 | 21 | 43 | 18.43 |
| met1 | 911 | 54 | 19.13 |
| li1 | 1124 | - | - |
## critical path, delay by kind of cell
kind          cells  cell delay (ns)
buf+inv           1             0.59
simple gates      1             0.29
fa+ha+maj         1             0.29
mux               2             0.35
Power and IR drop assume default switching activity.
